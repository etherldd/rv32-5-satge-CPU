<file path="flow/design.v">
`timescale 1ns / 1ps
module EX_MA(
    input clk,
    input resetn,
    input is_insert_nop,
    input [31:0] new_inst,
    input [31:0] new_pc,
    input [31:0] new_rs2_data,
    input [31:0] new_alu_out,
    input new_branch_neq_ex,
    input new_branch_lt_ex,
    input new_branch_rs2_eq_0_ex,
    output [31:0] cur_inst,
    output [31:0] cur_pc,
    output [31:0] cur_alu_out,
    output [31:0] cur_rs2_data,
    output cur_branch_neq_ma,
    output cur_branch_lt_ma,
    output cur_branch_rs2_eq_0_ma
    );
    reg [31:0] inst;
    reg [31:0] pc;
    reg [31:0] rs2_data;  
    reg [31:0] alu_out;
    reg branch_neq;
    reg branch_lt;
    reg branch_rs2_eq_0;
    initial begin
        inst <= 32'b0;
        pc <= 32'b0;
        alu_out <= 32'b0;
        rs2_data <= 32'b0;
        branch_neq <= 0;
        branch_lt <= 0;
        branch_rs2_eq_0 <= 0;
    end
    always @(negedge clk) begin
        if (is_insert_nop) begin
            inst <= 32'b0;
            pc <= 32'b0;
            alu_out <= 32'b0;
            rs2_data <= 32'b0;
            branch_neq <= 0;
            branch_lt <= 0;
            branch_rs2_eq_0 <= 0;
        end
        else if (resetn) begin
            inst <= new_inst;
            pc   <= new_pc;
            rs2_data <= new_rs2_data;
            alu_out  <= new_alu_out;
            branch_neq <= new_branch_neq_ex;
            branch_lt <= new_branch_lt_ex;
            branch_rs2_eq_0 <= new_branch_rs2_eq_0_ex;
        end
    end
    assign cur_inst = inst;
    assign cur_pc   = pc;
    assign cur_alu_out = alu_out;
    assign cur_rs2_data = rs2_data;
    assign cur_branch_neq_ma = branch_neq;
    assign cur_branch_lt_ma = branch_lt;
    assign cur_branch_rs2_eq_0_ma = branch_rs2_eq_0;
endmodule
</file>
<file path="flow/run.sh">
#!/bin/bash
# OpenROAD 26Q1-2900-gdf79404cd8, Yosys 0.63+post, stock flow scripts
make -C /OpenROAD-flow-scripts/flow DESIGN_CONFIG=/design/flow/config.mk WORK_HOME=/design/flow/orfs finish
</file>
<file path="flow/config.mk">
export PLATFORM = sky130hd
export DESIGN_NAME = EX_MA
export DESIGN_NICKNAME = EX_MA
export VERILOG_FILES = /design/flow/design.v
export SDC_FILE = /design/flow/constraint.sdc
export NUM_CORES = 4
export LEC_CHECK = 1
export CORE_AREA = 10 10 182 182
export DIE_AREA = 0 0 192 192
</file>
<file path="flow/constraint.sdc">
current_design EX_MA

set clk_period 1.0
set clk_io_pct 0.2

create_clock -name clk0 -period $clk_period [get_ports {clk}]

set non_clock_inputs [all_inputs -no_clocks]
set_input_delay [expr $clk_period * $clk_io_pct] -clock clk0 $non_clock_inputs
set_output_delay [expr $clk_period * $clk_io_pct] -clock clk0 [all_outputs]
</file>
==> summary.txt <==
Fin cells: 1247
Final instance area: 8920 um^2
Synth area leaders: sky130_fd_sc_hd__dfxtp_1 (56%), sky130_fd_sc_hd__mux2i_1 (28%), sky130_fd_sc_hd__nor2_1 (10%), sky130_fd_sc_hd__buf_8 (2.9%), sky130_fd_sc_hd__buf_2 (1.1%)
Setup repair after global routing missed its margin: true
Power per cell area: 1780 nW/um^2
Placed wire-length estimate after detailed placement: 12200 um
CP max stage cell: sky130_fd_sc_hd__dfxtp_2
Ordered cell list for the critical path: buf_2
Number of buffer and inverter instances along the worst setup path: 1
Worst VDD drop: 0.00104 V
Num rows: 62
Antenna Diode Count: 0
Total of max-cap violations: 0
Number of remaining DRC errors: 0
Sequential fraction of the synthesis area: 55.9%
Synth area leader: sky130_fd_sc_hd__dfxtp_1
Count of antenna-violating nets left after detailed routing: 0
Leakage power total: 0.00468 uW
Endpoint arrival time on the critical path: 1370 ps
Die extent in x: 192 um
Vias post-DR: 4552
Mapped Cells: 424
Startpoint type of the worst setup path: flop
Clk sinks: 131
Transition at the pin with the smallest max-transition slack: 216 ps
Synth unique cells: 9
Initial core utilization: 16.2%
WHS: 470 ps
Final core occ: 30.8%
Clock buffers created by TritonCTS: 17
Number of warnings issued by yosys: 1
WL/cell: 14.1 um
Chip Height: 192 um
Post-synthesis area per instance: 11.1 um^2
Std-Cell Core Area: 28900 um^2
Switching portion of total power: 28.0%
Worst clock skew: 0 ps
Number of cells in Yosys stat: 424
TNS Setup: -76490 ps
Cell class contributing the biggest share of worst-path delay: flip-flops
Slew margin rel.: 85.6%
Signed area change from the synthesized netlist to the final layout: 90.3%
Number of DRC markers in iteration 0: 85
Slack of the critical path: -570 ps
Tool warnings: 159
Sequential fraction of design power: 36.4%
Clock power frac: 51.6%
Global Route Usage Sum: 9.28%
Path class of the lowest-slack min-delay path: flop to flop
Internal power summed over all cells: 11400 uW
Clock tree root driver cell: sky130_fd_sc_hd__clkbuf_16
Number of endpoints failing setup at the final stage: 229
Type of element capturing the critical path: output port
Fraction of power consumed by combinational cells: 11.9%
Hold violation count in the final report: 0
TritonCTS clock tree: built
Total length of routed wires: 17600 um
Die Footprint: 36900 um^2
Maximum buffer depth of the clock tree: 2
Result of the run: finished with violations
Longest individual stage delay on the worst path: 320 ps
Post-CTS clock slew at the launch and capture registers of the worst setup and hold paths: 40 ps
TritonRoute pass-1 iters: 4
Htree depth: 4
Critical path fanouts, max: 2
Worst-Skew Late Latency: 430 ps
Number of top-level pins: 265
Wire length of the first global-routing pass: 26700 um
Worst Reg2Reg Path Length in Cells: 3
Cell depth of the worst min-delay path: 2
Pin count of the biggest net entering global routing: 43
Cells after DPL: 1073
Total stage count of the critical path: 1
Weighted congestion at the end of routability-driven global placement: 0.793
Number of register bits inferred by synthesis: 131
Routed vias/inst: 3.65
Critical path required time: 800 ps
Share of final-layout standard cells stronger than drive strength 1: 40.4%
Net load switching power: 4450 uW
Cell area reported after detailed placement: 7910 um^2
Count of buffers from port buffering: 264
Area figure in the yosys stat output: 4690 um^2
Fraction of post-synthesis cell area in the top cell type by area: 55.9%
Post-synthesis instance area: 4690 um^2
Failing checks: negative setup slack
Vias in the first global route: 4974
GRT overflow: 0
Final Max Tran Viols: 0
Initial antenna violation count: 0
Kind of critical path: flop to output port
cell families (layout without fill, tap and decap cells):
group,count (synthesis),after routing,synth area share [%]
buffers and inverters,31,470,5.65
flip-flops,131,131,55.9
multiplexers,131,131,28.0
AND/OR/NAND/NOR,131,131,10.5
placed cells by master, fill, tap and decap left out, drive strengths merged:
cell / Yosys / routed
clkbuf: 5 / 17
clkdlybuf4s50: 0 / 125
dlymetal6s2s: 0 / 4
mux2i: 131 / 131
dfxtp: 131 / 131
inv: 1 / 136
nor2: 131 / 131
buf: 25 / 180
bufinv: 0 / 3
clkinvlp: 0 / 3
dlygate4sd2: 0 / 2
state kept, by name, summed over array words and instances (netlist names):
name	cells
inst	32
rs2_data	32
alu_out	32
branch_lt	1
branch_neq	1
pc	32
branch_rs2_eq_0	1
synth_stat cells:
| cell | count |
|---|---|
| sky130_fd_sc_hd__buf_12 | 1 |
| sky130_fd_sc_hd__buf_2 | 10 |
| sky130_fd_sc_hd__buf_4 | 5 |
| sky130_fd_sc_hd__buf_8 | 9 |
| sky130_fd_sc_hd__clkbuf_1 | 5 |
| sky130_fd_sc_hd__dfxtp_1 | 131 |
| sky130_fd_sc_hd__inv_1 | 1 |
| sky130_fd_sc_hd__mux2i_1 | 131 |
| sky130_fd_sc_hd__nor2_1 | 131 |
through the flow:
step	worst slack [ps]	power (uW)
after CTS	-602	16400
after detailed placement	-537	8570
after global placement	-539	8560
after global routing	-633	17200
final	-570	15900
after floorplan	-408	7190
per-layer routing:
| layer | share of wire [%] | vias to the layer above | global-route usage (%) | wire length [um] |
|---|---|---|---|---|
| li1 | - | 2255 | - | - |
| met1 | 41 | 2027 | 10.6 | 7260 |
| met2 | 44 | 249 | 13.1 | 7690 |
| met3 | 13 | 21 | 6.43 | 2320 |
| met4 | 2.0 | 0 | 4.20 | 345 |
| met5 | 0 | - | 0 | 0 |
power by group through the flow:
| stage | sequential, uW | clock, uW | combinational (uW) |
|---|---|---|---|
| global route | 5810 | 9320 | 2090 |
| finish | 5790 | 8200 | 1900 |
| CTS | 5770 | 8710 | 1940 |
worst paths after layout:
path                                   start                to  slack [ps]
worst min register to register   rs2_data[6]       rs2_data[6]         470
worst min-delay path             rs2_data[6]       rs2_data[6]         470
worst max-delay path            rs2_data[25]  cur_rs2_data[25]        -570
worst max register to register         pc[4]             pc[4]         260
final cells by class:
class                      count  area [um^2]
fill                        2990        20000
sequential                   131         2790
clock inverter               142          623
tap                          384          480
timing repair buffer         311         2740
clock buffer                  17          425
multi-input combinational    262         1870
repair_timing:
item / in CTS / in global routing
hold buffers: 0 / 0
buffers inserted: 10 / 8
pin swaps: 1 / 25
endpoints found under the setup margin: 240 / 256
gates resized: 589 / 42
gates cloned: 7 / 0
Power and IR drop assume default switching activity.
