==> design/flow/design.v <==
`timescale 1ns / 1ps
module DC_EX(
    input clk,
    input resetn,
    input is_stay,
    input is_rs1_change,
    input [31:0] new_rs1_value,
    input is_rs2_change,
    input [31:0] new_rs2_value,
    input [31:0] new_inst,
    input [31:0] new_pc,
    input [31:0] new_rs1_data,
    input [31:0] new_rs2_data,
    output [31:0] cur_inst,
    output [31:0] cur_pc,
    output [31:0] cur_rs1_data,
    output [31:0] cur_rs2_data
    );
    reg [31:0] inst;
    reg [31:0] pc;
    reg [31:0] rs1_data;
    reg [31:0] rs2_data;
    initial begin
        inst <= 32'b0;
        pc <= 32'b0;
        rs1_data <= 32'b0;
        rs2_data <= 32'b0;
    end
    always @(negedge clk) begin
        if (resetn && !is_stay) begin  
            inst <= new_inst;
            pc   <= new_pc;
            rs1_data <= new_rs1_data;
            rs2_data <= new_rs2_data;
        end
        if (resetn && is_stay) begin
            if (is_rs1_change) begin
                rs1_data <= new_rs1_value;
            end
            if (is_rs2_change) begin
                rs2_data <= new_rs2_value;
            end
        end
    end
    assign cur_inst = inst;
    assign cur_pc   = pc;
    assign cur_rs1_data = rs1_data;
    assign cur_rs2_data = rs2_data;
endmodule
==> design/flow/run.sh <==
#!/bin/bash
# OpenROAD 26Q1-2900-gdf79404cd8, Yosys 0.63+post, stock flow scripts
make -C /OpenROAD-flow-scripts/flow DESIGN_CONFIG=/design/flow/config.mk WORK_HOME=/design/flow/orfs finish
==> design/flow/config.mk <==
export PLATFORM = sky130hd
export DESIGN_NAME = DC_EX
export DESIGN_NICKNAME = DC_EX
export VERILOG_FILES = /design/flow/design.v
export SDC_FILE = /design/flow/constraint.sdc
export NUM_CORES = 4
export LEC_CHECK = 1
export CORE_AREA = 10 10 186 186
export DIE_AREA = 0 0 196 196
==> design/flow/constraint.sdc <==
current_design DC_EX

set clk_period 11.4
set clk_io_pct 0.2

create_clock -name clk0 -period $clk_period [get_ports {clk}]

set non_clock_inputs [all_inputs -no_clocks]
set_input_delay [expr $clk_period * $clk_io_pct] -clock clk0 $non_clock_inputs
set_output_delay [expr $clk_period * $clk_io_pct] -clock clk0 [all_outputs]
==> results.tsv <==
metric	value	unit
status	finished, final reports clean	
Worst Skew	0	ns
EDFF count, synth	64	
Synth area leaders	edfxtp_1 (43%), dfxtp_1 (29%), o22ai_1 (13%)	
critical path startpoint category	flip-flop	
Max VDD drop	0.00008798	V
TNS Setup	0	ns
total power	1.522	mW
Vias/cell	3.958	
Design Area, Final	9139	sq um
CP delay by family, top	buffers and inverters	
H-tree levels	4	
crit path max-delay cell type	clkdlybuf4s50_1	
initial antenna violation count	2	
gpl congestion	0.7912	
vias after detailed routing	4686	
Setup crit end	cur_rs2_data[21]	
yosys cell count	328	
Final Hold Slack	0.4849	ns
Final Instance Count excl. Fillers	1184	
min-delay worst type	reg2reg	
fin. max-slew vios	0	
top-count cell post-synth	o22ai_1	
crit path cell chain	clkdlybuf4s50_1	
Critical Path Max Stage Delay	0.55	ns
final WL	20980	um
crit path DRT	9.12	ns
dpl hpwl	15190	um
max-cap violations	0	
Insertion Delay late pin	0.44	ns
Setup CP Type	reg2out	
ys flops	128	
mapped cell area	4451	sq um
RSZ-0062 raised after global routing	no	
Slew headroom	0.4344	
Worst Setup End Kind	output pin	
Die Height	196	um
yosys stat area	4451	sq um
Port Buffers	324	
worst r2r src	rs2_data[21]$_DFF_N_	
critical path peak fanout	3	
post-route core utilization	0.2988	
Filler cells	3040	
worst-margin pin slew	0.8484	ns
Placed Instance Area	8078	sq um
Leakage	3.725	nW
clk slew on worst S/H paths	0.03	ns
final setup margin	2.021	ns
Detailed Route Iter0 Violations	150	
area of the die	38420	sq um
largest net degree at the start of global routing	67	
first-pass GRT wire length	30070	um
setup slack, reg-to-reg	10.66	ns
Sink Count	128	
Core Box Area	30590	sq um
CTS Buf Count	17	
cells on worst reg2reg path	2	
origin of the worst setup path	rs2_data[21]$_DFF_N_	
Area Overhead vs Synth	105.3	%
ant diodes	0	
Max-area cell share	0.4318	
crit path DAT	7.10	ns
number of routed nets with antenna violations	0	
Worst path depth	1	
gr usage total	0.1037	
most frequent cells after synthesis	o22ai_1 (96), dfxtp_1 (64), edfxtp_1 (64)	
post-CTS sizing	0	
clk buf depth	2	
Synth Flop Type	edfxtp_1	
IO Pins	325	
dpl ws	1.795	ns
critical register-to-register path endpoint	rs2_data[21]$_DFF_N_	
Post-Syn Instances	328	
YS warnings	1	
Die Wd	196	um
Hold Startpoint	rs1_data[7]$_DFF_N_	
library cells used by synthesis	15	
share of cells above drive strength 1	0.05838	
post-CTS setup buffers	0	
average cell area after synthesis	13.57	sq um
DR DRC count	0	
Seq/Total Area, Yosys	0.7197	
vias in the first global route	5098	
FP Core Util	0.1455	
GRT overflow	0	
Final Hold Viols	0	
Avg WL per Cell	17.72	um
PwrDens	166.5	nW/um^2
CTS tree	done	
OpenROAD warnings	153	
largest area contributor in the netlist	edfxtp_1	
Hold Buf Count CTS	0	
WP buf/inv	1	
Async SR Flop Fraction	0	
dpl cells	1025	
clk root buf	clkbuf_16	
drt pass-1 iters	4	
Setup-failing EPs final	0	
Row Count	64	
sequential cells by signal (all words and copies together) (netlist names):
signal	count
inst	32
pc	32
rs1_data	32
rs2_data	32
how the worst min path moves through the flow:
stage	slack, ns	cells after the start	endpoint
after CTS	0.49	1	rs1_data[7]$_DFF_N_
after global routing	0.50	1	rs1_data[20]$_DFF_N_
final	0.48	1	rs1_data[7]$_DFF_N_
where the power goes:
part           switching, mW  internal [mW]  total (mW)
combinational         0.0630          0.165       0.228
clock                  0.344          0.386       0.730
sequential            0.0266          0.538       0.564
total                  0.433           1.09        1.52
cell usage in the layout, fill, tap and decap left out, drive strengths merged:
cell type      Yosys  layout
clkdlybuf4s50      0     321
inv                3     138
o22ai             96      96
edfxtp            64      64
dfxtp             64      64
a21oi             33      33
a2bb2oi           31      31
clkbuf             7      17
buf               24      11
clkinv             0       3
clkinvlp           0       2
bufinv             0       2
nand2              2       2
a21boi             1       1
nand2b             1       1
nand3b             1       1
o21ai              1       1
cell families after synthesis:
| group | synth area share |
|---|---|
| AOI/OAI and AO/OA | 0.2367 |
| buffers and inverters | 0.03880 |
| DFF | 0.7197 |
| and+or+nand+nor | 0.004781 |
routing by layer:
| layer | GRT usage | vias up | part of all wire |
|---|---|---|---|
| met2 | 0.1451 | 329 | 0.43 |
| li1 | - | 2226 | - |
| met3 | 0.09066 | 31 | 0.17 |
| met4 | 0.03450 | 4 | 0.015 |
| met5 | 0 | - | 0.0013 |
| met1 | 0.1120 | 2096 | 0.38 |
cell type report:
type	instances	area, sq um	share of cell area
clock inverters	143	639.4	0.06996
inverters	2	7.507	0.0008215
clock buffers	17	425.4	0.04655
well taps	396	495.5	0.05422
repair buffers	332	3288	0.3598
multi-input cells	166	1080	0.1182
flip-flops and latches	128	3203	0.3505
No activity file was given, so power comes from the tool's default toggle rates.
