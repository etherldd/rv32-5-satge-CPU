--- design/flow/design.v ---
`timescale 1ns / 1ps
module ALU(
    input [31:0] A ,
    input [31:0] B ,
    input Cin ,
    input [4 :0] Card,
    output [31:0] F ,
    output Cout,
    output Zero
    );
        wire [31:0] result [15:0];
        wire Couts [15:0];
        wire Zeros [15:0];
        genvar j;
        generate    for (j = 0; j < 16; j = j+1) begin
                assign Zeros[j] = &(~(result[j]));
            end
        endgenerate
        wire grand;
        assign grand = 0;
        full_adder fa1(.A(A), .B(B), .Cin(grand), .F(result[0]), .Cout(Couts[0]));
        full_adder fa2(.A(A), .B(B), .Cin(Cin), .F(result[1]), .Cout(Couts[1]));
        assign result[1] = A < B ? 1 : 0;
        wire [31:0] B_neg, A_neg;
        wire Cin_neg;
        assign B_neg = ~B + 1;
        assign A_neg = ~A + 1;
        assign Cin_neg = ~Cin_neg + 1;
        full_adder fa3(.A(A), .B(B_neg), .Cin(grand), .F(result[2]), .Cout(Couts[2]));
        wire [31:0] result3_pre;
        full_adder fa4(.A(A), .B(B_neg), .Cin(grand), .F(result3_pre), .Cout(Couts[3]));
        assign result[3] = Cin ? result3_pre - 1: result3_pre;
        full_adder fa5(.A(A_neg), .B(B), .Cin(grand), .F(result[4]),  .Cout(Couts[4]));
        wire [31:0] result5_pre;
        full_adder fa6(.A(A_neg), .B(B), .Cin(grand), .F(result5_pre), .Cout(Couts[5]));
        assign result[5] = Cin? result5_pre - 1: result5_pre;
        assign result[6] = A;
        assign result[7] = B;
        assign result[8] = ~A;
        assign result[9] = ~B;
        assign result[10] = A | B;
        assign result[11] = A & B;
        assign result[12] = A ^ B;
        assign result[13] = ~(A ^ B);
        assign result[14] = ~(A & B);
        assign result[15] = A << B;
        genvar i;
        generate for (i = 6; i < 16; i = i+1) begin
            assign Couts[i] = 0;
        end
        endgenerate
        assign F = 
        ({32{Card == 5'b00001}}  & result[0]) |
        ({32{Card == 5'b00010}}  & result[1]) |
        ({32{Card == 5'b00011}}  & result[2]) |
        ({32{Card == 5'b00100}}  & result[3]) |
        ({32{Card == 5'b00101}}  & result[4]) |
        ({32{Card == 5'b00110}}  & result[5]) |
        ({32{Card == 5'b00111}}  & result[6]) |
        ({32{Card == 5'b01000}}  & result[7]) |
        ({32{Card == 5'b01001}}  & result[8]) |
        ({32{Card == 5'b01010}} & result[9]) |
        ({32{Card == 5'b01011}} & result[10]) |
        ({32{Card == 5'b01100}} & result[11]) |
        ({32{Card == 5'b01101}} & result[12]) |
        ({32{Card == 5'b01110}} & result[13]) |
        ({32{Card == 5'b01111}} & result[14]) |
        ({32{Card == 5'b10000}} & result[15]);
        assign Cout = 
        ({Card == 5'b00001}  & Couts[0]) |
        ({Card == 5'b00010}  & Couts[1]) |
        ({Card == 5'b00011}  & Couts[2]) |
        ({Card == 5'b00100}  & Couts[3]) |
        ({Card == 5'b00101}  & Couts[4]) |
        ({Card == 5'b00110}  & Couts[5]) |
        ({Card == 5'b00111}  & Couts[6]) |
        ({Card == 5'b01000}  & Couts[7]) |
        ({Card == 5'b01001}  & Couts[8]) |
        ({Card == 5'b01010} & Couts[9]) |
        ({Card == 5'b01011} & Couts[10]) |
        ({Card == 5'b01100} & Couts[11]) |
        ({Card == 5'b01101} & Couts[12]) |
        ({Card == 5'b01110} & Couts[13]) |
        ({Card == 5'b01111} & Couts[14]) |
        ({Card == 5'b10000} & Couts[15]);
        assign Zero = 
        ({Card == 5'b00001}  & Zeros[0]) |
        ({Card == 5'b00010}  & Zeros[1]) |
        ({Card == 5'b00011}  & Zeros[2]) |
        ({Card == 5'b00100}  & Zeros[3]) |
        ({Card == 5'b00101}  & Zeros[4]) |
        ({Card == 5'b00110}  & Zeros[5]) |
        ({Card == 5'b00111}  & Zeros[6]) |
        ({Card == 5'b01000}  & Zeros[7]) |
        ({Card == 5'b01001}  & Zeros[8]) |
        ({Card == 5'b01010} & Zeros[9]) |
        ({Card == 5'b01011} & Zeros[10]) |
        ({Card == 5'b01100} & Zeros[11]) |
        ({Card == 5'b01101} & Zeros[12]) |
        ({Card == 5'b01110} & Zeros[13]) |
        ({Card == 5'b01111} & Zeros[14]) |
        ({Card == 5'b10000} & Zeros[15]);
endmodule
`timescale 1ns / 1ps
module full_adder(
    input wire[31:0] A,
    input wire[31:0] B,
    input wire Cin,
    output wire[31:0] F,
    output wire Cout
    );
    wire Over [31:0];
    assign Cout = Over[31];
    half_adder ha(.A(A[0]), .B(B[0]), .Cin(Cin), .F(F[0]),.Cout(Over[0]));
    genvar i;
    generate for  (i = 1; i < 32; i = i + 1) begin
            half_adder ha(.A(A[i]), .B(B[i]), .Cin(Over[i-1]), .F(F[i]), .Cout(Over[i]));
        end
    endgenerate
endmodule
`timescale 1ns / 1ps
module half_adder(
    input A,
    input B,
    input Cin,
    output F,
    output Cout
    );
    assign {Cout, F} = A + B + Cin;
endmodule
--- design/flow/run.sh ---
#!/bin/bash
# OpenROAD 26Q1-2900-gdf79404cd8, Yosys 0.63+post, stock flow scripts
make -C /OpenROAD-flow-scripts/flow DESIGN_CONFIG=/design/flow/config.mk WORK_HOME=/design/flow/orfs finish
--- design/flow/constraint.sdc ---
current_design ALU

set clk_period 30.4
set clk_io_pct 0.2

create_clock -name clk0 -period $clk_period

set non_clock_inputs [all_inputs -no_clocks]
set_input_delay [expr $clk_period * $clk_io_pct] -clock clk0 $non_clock_inputs
set_output_delay [expr $clk_period * $clk_io_pct] -clock clk0 [all_outputs]
--- design/flow/config.mk ---
export PLATFORM = sky130hd
export DESIGN_NAME = ALU
export DESIGN_NICKNAME = ALU
export VERILOG_FILES = /design/flow/design.v
export SDC_FILE = /design/flow/constraint.sdc
export NUM_CORES = 4
export LEC_CHECK = 1
export CORE_UTILIZATION = 30
==> flow_summary.ini <==
; synthesis and place-and-route metrics
[flow_run]
drv_cap = 0
warnings = 99

[final_layout]
regArea_um2 = 0
nFillCells = 4665
seq_cells = 0
final_layout_size_suffix_gt1_frac = 0.04497
final_area_mm2 = 0.01435
area_delta_synth_final_pct = 8.805
final_core_util = 0.3323
clockBufferCount = 0
logic_area_mm2 = 0.01195
final_cell_count_no_fill = 2476

[routing]
drc = 0
wl_met1_um = 28680
wirelength_um = 68130
num_vias = 15270
wl_met3_um = 6605
drtAntennaViolNets = 0
highest_layer = met5
met2_length_um = 30460
dr.pass1.iters = 7
drt_first_iter_violations = 1747
via_per_inst = 6.166
post_drt_wl_per_cell_um = 27.52

[synth]
synth_chip_area_mm2 = 0.01319
syn_area_mm2 = 0.01319
synth.avg_cell_area_um2 = 6.843
ys_cells = 1927
synth.distinct_cells = 92
yosys_warnings = 65
synth_cells = 1927
topCellsByArea = fa_1 (14%), ha_1 (10%), nor2_1 (6.5%), xnor2_1 (6.0%), nand2_1 (5.8%)
yosysSeqAreaShare = 0
top_cell_area_share = 0.1397
top_area_cell = fa_1

[worst_setup_path]
crit_required_ns = 24.32
cpPeakStageDelay_ns = 0.82
critPathSlowestCell = clkdlybuf4s50_1
crit_arrival_ns = 22.81
criticalPathCategory = in -> out
crit_fanout = 14
crit_path_frequent_cell = fa_1
startpoint_type = input pin
cp-end-kind = output pin

[placed_design]
dp_hpwl_um = 54380
gp_congestion = 1.048
placed_area_mm2 = 0.01435
port_buffers = 104
dp.cells = 2475

[final_timing]
layout_min_cycle_time_ns = 28.89
hold_violations = 0
finalMaxSlewViolations = 0
post-route-period-util = 0.9503
fin_setup_tns_ns = 0
rsz0062_at_grt = false
slew_headroom = 0.3563
finalSetupViolations = 0
worst_pin_slew_ns = 0.9581
clock.fmax_mhz = 34.62

[pwr]
intPower_w = 0.0001049
switching_share = 0.6317
power_switching_w = 0.0001799
ir_worst_vdd_mv = 0.009081
power_per_cell_area_mw_per_mm2 = 19.85
p_leak_nw = 5.091

[worst_hold_path]
hold_path.class = in -> out
min_path_cells = 4

[clock_network]
cts_resized = 0
hold_buffers = 0
cts_setup_buffers = 0

[global_routing]
grt_pass1_vias = 13850
gr-total-overflow = 0
grt_max_degree = 49
antenna_found_initial = 1
grt_usage = 0.3094
grt_first_pass_wirelength_um = 98200

[die]
io_pins = 104
chipArea_mm2 = 0.04480
fp_util = 0.3054
die_w_um = 211.7
core_area_mm2 = 0.04317
rows = 76
die_y_um = 211.7

[run_status]
status = finished clean
==> final cells by class <==
type                            instances  area share
Antenna cell                            1   0.0001744
Tap cell                              585     0.05102
Inverter                               83     0.02171
Multi-Input combinational cell       1660      0.8331
Timing Repair Buffer                  147     0.09401
==> power by group through the flow <==
stage / logic (W) / clock network (W) / registers, W
4_1_cts: 0.000278 / 0 / 0
5_1_grt: 0.000303 / 0 / 0
==> cell usage after synthesis, types with 8 or more instances <==
| master | instances |
|---|---|
| a2111oi_0 | 16 |
| buf_2 | 8 |
| a211oi_1 | 19 |
| or3_1 | 17 |
| nand4_1 | 83 |
| fa_1 | 92 |
| o221ai_1 | 11 |
| ha_1 | 105 |
| or4_1 | 16 |
| nand3b_1 | 9 |
| buf_4 | 11 |
| o211ai_1 | 25 |
| xor2_1 | 27 |
| nand3_1 | 51 |
| a21oi_1 | 119 |
| buf_6 | 9 |
| clkbuf_1 | 123 |
| nor2b_1 | 12 |
| nor3_1 | 73 |
| nand2_1 | 205 |
| and3_1 | 9 |
| a221oi_1 | 12 |
| nor2_1 | 229 |
| nand2b_1 | 12 |
| o2111ai_1 | 22 |
| xnor2_1 | 91 |
| inv_1 | 80 |
| mux2i_1 | 37 |
| a22o_1 | 17 |
| nor4_1 | 62 |
| nand4b_1 | 8 |
| o22ai_1 | 33 |
| a31oi_1 | 17 |
| o21ai_0 | 93 |
| nor3b_1 | 12 |
| buf_1 | 15 |
==> cell families after synthesis <==
group | after synthesis | share of synthesized area
XOR/XNOR | 118 | 0.07838
buffers and inverters | 267 | 0.09508
AND-OR/OR-AND | 454 | 0.2283
AND/OR/NAND/NOR | 850 | 0.3249
adder cells (fa/ha/maj) | 197 | 0.2393
multiplexers | 41 | 0.03406
==> critical path: cells and delay by family <==
kind | cells | cell delay, ns
adders and majority gates | 32 | 13.37
AOI/OAI and AO/OA | 3 | 0.43
xor gates and xnor gates | 1 | 0.12
and+or+nand+nor | 8 | 1.41
buffers and inverters | 3 | 1.37
==> per-layer routing <==
metal / vias to the layer above / GRT usage
met5: - / 0
li1: 6951 / -
met4: 2 / 0.08796
met3: 113 / 0.07294
met2: 869 / 0.4752
met1: 7332 / 0.4361
==> final timing paths <==
path	end	from	slack (ns)
worst min-delay path	F[6]	B[3]	13.31
worst max-delay path	Zero	A[0]	1.51
==> cell usage in the layout, fill, tap and decap left out, drive strengths merged, types with 9 or more instances in the layout <==
| master | count |
|---|---|
| nor4 | 62 |
| a22o | 17 |
| nor2 | 229 |
| fa | 92 |
| nor3b | 12 |
| o211ai | 25 |
| nand4 | 83 |
| a2111oi | 16 |
| or4 | 16 |
| buf | 46 |
| or3 | 17 |
| o2111ai | 22 |
| clkdlybuf4s50 | 101 |
| and3 | 9 |
| nand3 | 52 |
| nand2b | 12 |
| o21ai | 96 |
| nand3b | 9 |
| mux2i | 37 |
| nand2 | 205 |
| a31oi | 17 |
| nor2b | 12 |
| nor3 | 75 |
| xor2 | 27 |
| o221ai | 11 |
| inv | 81 |
| xnor2 | 91 |
| a21oi | 121 |
| ha | 105 |
| a221oi | 12 |
| o22ai | 33 |
| nand4b | 10 |
| a211oi | 19 |
==> per-stage QoR <==
step                      setup WS, ns  total power, W  hold slack, ns
after CTS                        1.538       0.0002779           13.30
after detailed placement         1.621       0.0002763           13.30
after global placement           1.626       0.0002768           13.29
after floorplan                  3.534       0.0001724           12.32
after global routing            0.8279       0.0003027           13.36
final                            1.512       0.0002848           13.31
Power and IR drop assume default switching activity.
